==> design/flow/design.v <==
`timescale 1ns / 1ps
module seg7decimal(
	input [15:0] x,
    input clk,
    input clr,
    output reg [6:0] a_to_g,
    output reg [3:0] an,
    output wire dp ,
    input btnl
	 );
wire [1:0] s;	 
reg [8:0] whichdone;
initial begin
whichdone=9'b00000000;
end
reg [3:0] digit;
wire [3:0] aen;
reg [19:0] clkdiv;
reg [3:0] lol;
reg [11:0] row1;
reg [11:0] row2;
reg [11:0] row3;
initial begin
lol=4'b0000;
row1=12'b000000000000;
row2=12'b000000000000;
row3=12'b000000000000;
end
always @(posedge clk) 
if(btnl==1)
begin
   digit=clkdiv[3:0];
   if(whichdone[digit]==0)
   begin
   whichdone[digit]=1;
   end
end    
assign dp = 1;
assign s = clkdiv[19:18];
assign aen = 4'b1111;  
	always @(*)
case(digit)
0:a_to_g = 7'b1000000; 
1:a_to_g = 7'b1111001; 
2:a_to_g = 7'b0100100; 
3:a_to_g = 7'b0110000; 
4:a_to_g = 7'b0011001; 
5:a_to_g = 7'b0010010; 
6:a_to_g = 7'b0000010; 
7:a_to_g = 7'b1111000; 
8:a_to_g = 7'b0000000; 
9:a_to_g = 7'b0010000; 
'hA:a_to_g = 7'b0111111;  
'hB:a_to_g = 7'b1111111;  
'hC:a_to_g = 7'b1110111;
default: a_to_g = 7'b0000000;  
endcase
always @(*)begin
an=4'b1111;
if(aen[s] == 1)
an[s] = 0;
end
always @(posedge clk or posedge clr) begin
if ( clr == 1)
clkdiv <= 0;
else
clkdiv <= clkdiv+1;
end
endmodule
==> design/flow/run.sh <==
#!/bin/bash
# OpenROAD 26Q1-2900-gdf79404cd8, Yosys 0.63+post, stock flow scripts
make -C /OpenROAD-flow-scripts/flow DESIGN_CONFIG=/design/flow/config.mk WORK_HOME=/design/flow/orfs finish
==> design/flow/config.mk <==
export PLATFORM = sky130hd
export DESIGN_NAME = seg7decimal
export DESIGN_NICKNAME = seg7decimal
export VERILOG_FILES = /design/flow/design.v
export SDC_FILE = /design/flow/constraint.sdc
export NUM_CORES = 4
export LEC_CHECK = 1
export CORE_UTILIZATION = 30
==> design/flow/constraint.sdc <==
current_design seg7decimal

set clk_period 3.0
set clk_io_pct 0.2

create_clock -name clk0 -period $clk_period [get_ports {clk}]

set non_clock_inputs [all_inputs -no_clocks]
set_input_delay [expr $clk_period * $clk_io_pct] -clock clk0 $non_clock_inputs
set_output_delay [expr $clk_period * $clk_io_pct] -clock clk0 [all_outputs]
==> flow_metrics.rpt <==
PHYSICAL IMPLEMENTATION REPORT
----------------------------------------------------
[Routing]
  Remaining antenna violation count after routing ........................ 0
  1st-pass router iterations ........................ 3
  Final routed wire length divided by cell count ........................ 10.6 microns
  DRC viols ........................ 0
  Diodes inserted ........................ 0
  DR iter-0 viols ........................ 78
  Number of vias per cell ........................ 4.40
  Total Wirelength ........................ 2.08 mm
  Number of vias after detailed routing ........................ 867

[Power]
  Post-layout power ........................ 787 uW
  Maximum vdd ir drop ........................ 0.192 mV
  Pwr per Cell Area ........................ 458 nW/um^2
  Leak pwr ........................ 0.748 nW

[Floorplanning]
  Die ar. ........................ 5130 sq um
  Site row count ........................ 24
  Area inside the core boundary ........................ 4500 sq um
  Initial core utilization ........................ 32.3%
  I/O pin count ........................ 31
  Chip width ........................ 71.6 microns
  Die height ........................ 71.6 microns

[STA]
  Share of the clock period used by the worst path after layout ........................ 70.2%
  Unrepaired setup endpoints after global routing ........................ no
  Smallest hold slack ........................ 0.469 ns
  Aggregate negative setup slack ........................ 0 ns
  Layout Skew ........................ 0.00730 ns
  Worst Tran Pin Value ........................ 0.760 ns
  Number of failing setup endpoints in the final timing report ........................ 0
  Headroom to the max-slew limit ........................ 49.3%
  Clock period minus worst slack ........................ 2.11 ns
  Final hold viol count ........................ 0
  Fmax achieved ........................ 0.475 GHz
  Max Slew Vio Count ........................ 0

[Worst setup path]
  Launching element type of the critical path ........................ primary input
  Cell with the largest stage delay on the worst path ........................ sky130_fd_sc_hd__clkdlybuf4s50_1
  Start point of the critical path ........................ btnl
  CP Capture Type ........................ flop
  Reg-to-reg critical path startpoint ........................ clkdiv[1]
  Cell type group with the largest total delay on the critical path ........................ buffers and inverters
  CP Data Arrival Time ........................ 2.27 ns
  Setup CP Type ........................ in -> reg
  Slowest cell delay on critical path ........................ 0.53 ns
  Buffer and inverter count on the worst path ........................ 2
  Cell-by-cell trace of the critical path ........................ clkdlybuf4s50_1 > mux2i_1 > inv_1 > ha_1 > o211ai_1 > nand2_1
  Highest net fanout along the worst path ........................ 6
  Data required time at the worst endpoint ........................ 3.16 ns

[Run status]
  Status ........................ finished clean

[Clock tree]
  CTS clk-pin slew, worst paths ........................ 0.06 ns
  # Post-CTS Setup Buffers ........................ 0
  CTS root buf ........................ sky130_fd_sc_hd__clkbuf_8
  Post-cts sizing count ........................ 0
  Clock buffer count from CTS ........................ 5
  Latest clock arrival within the worst-skew pair ........................ 0.28 ns
  CTS Sinks ........................ 31
  Clock tree buffer depth ........................ 2
  Count of H-tree levels built during CTS ........................ 2
  CTS tree ........................ yes
  Number of buffers inserted for hold repair after clock tree synthesis ........................ 0

[Global routing]
  Total routing resource utilization after global routing ........................ 9.47%
  Via count of the first global-routing pass ........................ 818
  Global-route wire length before repair ........................ 3.80 mm
  Maximum number of pins on one net before global-route repair ........................ 21
  Number of antenna violations at the first check in global routing ........................ 0
  Final global-route overflow total ........................ 0

[Finish]
  Area growth from synthesis to layout ........................ 18.3%
  Finished Core Util ........................ 38.2%
  Highest-count cells in the layout ignoring fill and taps ........................ sky130_fd_sc_hd__dfrtp_1, sky130_fd_sc_hd__nand2_1, sky130_fd_sc_hd__xnor2_1, sky130_fd_sc_hd__clkdlybuf4s50_1, sky130_fd_sc_hd__nand3_1
  MI comb area ........................ 649 sq um
  FF/Latch Area ........................ 761 sq um
  Final-layout fill cell count ........................ 431
  Most frequent standard cell in the layout excluding fill and tap cells ........................ sky130_fd_sc_hd__dfrtp_1
  Share of layout cells above drive strength 1 ........................ 13.1%

[Synth]
  Dominant synthesized flop cell ........................ sky130_fd_sc_hd__dfrtp_1
  Proportion of register bits with asynchronous set or reset after synthesis ........................ 64.5%
  Mean post-synth cell area ........................ 11.5 sq um
  Post-synthesis cell area ........................ 1450 sq um
  Number of cell instances after yosys synthesis ........................ 126
  Mapped Cells ........................ 126
  Area of the synthesized netlist per yosys stat ........................ 1450 sq um
  Distinct cells, synth ........................ 33
  Yosys warning count ........................ 1
  Sequential share of the synthesized area ........................ 52.3%
  Post-synth tally of flip-flops with integrated enable ........................ 4
  Register bit count reported by yosys ........................ 31

[Hold path]
  Worst hold path startpoint ........................ clkdiv[14]
  Kind of path behind the tightest hold check ........................ reg -> reg

[Placed design]
  Detailed placer's ending HPWL ........................ 1.50 mm
  RD Place Congestion ........................ 0.789
  IO buf count ........................ 13

[Job]
  Tool warnings ........................ 45
  Reported max-cap violation count ........................ 0

----------------------------------------------------
==> worst reg2reg max path, cell delays in order (launching register included) <==
cell and delay, ns:
sky130_fd_sc_hd__dfrtp_1 0.42, sky130_fd_sc_hd__mux2i_1 0.43, sky130_fd_sc_hd__inv_1 0.17, sky130_fd_sc_hd__ha_1 0.25, sky130_fd_sc_hd__o211ai_1 0.17, sky130_fd_sc_hd__nand2_1 0.07
==> stage by stage <==
| stage | cell area, sq um | setup WS (ns) | cells |
|---|---|---|---|
| floorplan | 1450 | 1.16 | 126 |
| global placement | 1640 | 0.626 | 189 |
| detailed placement | 1640 | 0.614 | 189 |
| CTS | 1720 | 0.896 | 197 |
| global route | 1720 | 0.723 | 197 |
| finish | 1720 | 0.894 | 197 |
==> metal layers <==
| metal | track usage [%] | part of all wire [%] | vias up |
|---|---|---|---|
| li1 | - | - | 461 |
| met2 | 12.5 | 37 | 15 |
| met5 | 0 | 0 | - |
| met1 | 15.9 | 56 | 384 |
| met3 | 2.71 | 4.3 | 7 |
| met4 | 1.96 | 2.8 | 0 |
==> layout make-up <==
| type | count | area share, % |
|---|---|---|
| flip-flops and latches | 31 | 44.2 |
| multi-input cells | 86 | 37.7 |
| repair buffers | 15 | 8.44 |
| clock buffers | 7 | 4.44 |
| well taps | 52 | 3.78 |
| inverters | 5 | 1.09 |
| clock inverters | 1 | 0.291 |
==> flip-flops by register name, indices dropped and copies added (netlist names) <==
signal  flops
clkdiv     20
digit       4
a_to_g      7
==> Yosys cell counts, types with 2 or more instances <==
cell | instances | area share, %
sky130_fd_sc_hd__buf_2 | 2 | 0.69
sky130_fd_sc_hd__o21ai_0 | 3 | 1.0
sky130_fd_sc_hd__edfxtp_1 | 4 | 8.3
sky130_fd_sc_hd__inv_1 | 5 | 1.3
sky130_fd_sc_hd__dfxtp_1 | 7 | 9.6
sky130_fd_sc_hd__nand2b_1 | 2 | 0.86
sky130_fd_sc_hd__ha_1 | 6 | 5.2
sky130_fd_sc_hd__buf_4 | 2 | 1.0
sky130_fd_sc_hd__xnor2_1 | 13 | 7.8
sky130_fd_sc_hd__o211ai_1 | 3 | 1.5
sky130_fd_sc_hd__mux2_2 | 2 | 1.5
sky130_fd_sc_hd__nand3_1 | 10 | 3.4
sky130_fd_sc_hd__xor2_1 | 5 | 3.0
sky130_fd_sc_hd__nand4_1 | 3 | 1.3
sky130_fd_sc_hd__dfrtp_1 | 20 | 34
sky130_fd_sc_hd__nor2_1 | 4 | 1.0
sky130_fd_sc_hd__nand2_1 | 16 | 4.1
sky130_fd_sc_hd__mux2i_1 | 4 | 2.8
==> power by group <==
group	switching [mW]	internal, mW	total (mW)
Sequential	0.00203	0.434	0.436
Clock	0.137	0.162	0.299
Combinational	0.0243	0.0278	0.0522
Total	0.163	0.624	0.787
==> kinds of logic (layout without fill, tap and decap cells) <==
group	after synthesis	after routing	synth area share (%)
adder cells (fa/ha/maj)	6	6	5.16
AND-OR/OR-AND	8	8	3.44
XOR/XNOR	19	19	12.0
AND/OR/NAND/NOR	45	45	18.6
flip-flops	31	31	52.3
other	1	1	0.258
buffers and inverters	9	28	3.01
multiplexers	7	7	5.25
==> path summary, 6_finish.rpt <==
path                                    to  slack [ns]  depth (start not counted)
worst min-delay path            clkdiv[14]        0.47                          1
max in group asynchronous       clkdiv[16]        1.75                          2
worst max-delay path             a_to_g[5]        0.89                          6
min in group asynchronous       clkdiv[15]        0.76                          2
worst max register to register   a_to_g[5]        1.38                          5
worst min register to register  clkdiv[14]        0.47                          1
Power figures rest on the tool's default switching activity, not on a simulated workload.
